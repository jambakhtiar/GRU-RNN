==> flow/design.v <==
`timescale 1ns / 1ps
module adder #(parameter WI1 = 4,  
							WF1 = 12,  
							WI2 = 4,  
							WF2 = 12,  
							WIO = 10,  
							WFO = 22  
							)
								 (input signed [WI1+WF1-1:0] in1,
								  input signed [WI2+WF2-1:0] in2,
								  output reg OVF,
								  output  reg signed [WIO+WFO-1:0] out);
localparam int_len = (WI1>WI2)? WI1:WI2;  
localparam frc_len = (WF1>WF2)? WF1:WF2; 
reg [int_len+frc_len-1:0] reg_in1;  
reg [int_len+frc_len-1:0] reg_in2;  
reg [int_len+frc_len-1:frc_len] int_in1;  
reg [int_len+frc_len-1:frc_len] int_in2;  
reg [frc_len-1:0] frc_in1;  
reg [frc_len-1:0] frc_in2;  
wire [int_len+frc_len:0] tmp;  
reg sign_bit;
reg [WIO-1:0] int_out;  
reg [WFO-1:0] frc_out;  
	always @* begin
		if (WI1 < WI2) begin
			int_in1 = {{(WI2-WI1){in1[WI1+WF1-1]}}, in1[WI1+WF1-1:WF1]};
			int_in2 = in2[WI2+WF2-1:WF2];
		end
		else if (WI1 == WI2) begin
		    int_in1 = in1[WI1+WF1-1:WF1];
		    int_in2 = in2[WI2+WF2-1:WF2];
		end
		else begin
			int_in2 = {{(WI1-WI2){in2[WI2+WF2-1]}}, in2[WI2+WF2-1:WF2]};
			int_in1 = in1[WI1+WF1-1:WF1];
		end
	end
	always @* begin
		if (WF1 < WF2) begin
			frc_in1 = { in1[WF1-1:0], {(WF2-WF1){1'b0}}};
			frc_in2 = in2[WF2-1:0];
		end
	   else if (WF1 == WF2) begin
	       frc_in1 = in1[WF1-1:0];
	       frc_in2 = in2[WF2-1:0];
	   end
		else begin
			frc_in2 = {in2[WF2-1:0], {(WF1-WF2){1'b0}}};
			frc_in1 = in1[WF1-1:0];
		end
	end
	always @* begin
		reg_in1 = {int_in1 , frc_in1};
		reg_in2 = {int_in2 , frc_in2};
	end
	assign tmp = reg_in1 + reg_in2;
always @* begin
		if (WFO > frc_len) begin
			frc_out = {tmp[frc_len-1:0], {(WFO-frc_len){1'b0}}};
		end
		else if (WFO == frc_len) begin
		     frc_out = tmp[frc_len-1:0];
		end
		else begin  
			frc_out = tmp[frc_len-1:frc_len-WFO];
		end
	end
	always @* begin
		if ((in1[WI1+WF1-1] == in2[WI2+WF2-1])) begin
				sign_bit = tmp[int_len+frc_len];
		end
		else begin
				sign_bit = tmp[int_len+frc_len-1];
		end
	end
	always @* begin 
		if (WIO >= int_len) begin
			if ((in1[WI1+WF1-1] == in2[WI2+WF2-1])) begin
				int_out = {{(WIO-int_len){sign_bit}} , tmp[int_len+frc_len-1:frc_len] }; 
					if (int_out[WIO-1] == in1[WI1+WF1-1]) begin 
						OVF = 1'b0;
					end
					else begin
						OVF = 1'b1;
					end
			end
			else begin
				int_out = {{(WIO-int_len){sign_bit}} , tmp[int_len+frc_len-1:frc_len] };
				OVF = 1'b0;
			end
		end
		else begin  
			if (WIO == 1) begin
				int_out = {sign_bit};  
			end
			else begin
				int_out = {sign_bit , tmp[(WIO >= 2)? (WIO+frc_len-2) : frc_len:frc_len]};
			end
		end
	end
	always @* begin
		if(WIO < int_len) begin
				if ( tmp[((int_len+frc_len-2)>= (WIO+frc_len-1)) ? (int_len+frc_len-2) : (WIO+frc_len-1): WIO+frc_len-1] == ({((WIO < int_len)? ((int_len+frc_len-1)-(WIO+frc_len-1)) : 1){tmp[int_len+frc_len-1]}})) begin
						OVF = 1'b0;
				end
				else begin
						OVF = 1'b1;
				end
		end
	end
	always @* begin
			out <= {int_out,frc_out};
		end
endmodule
`timescale 1ns / 1ps
module columnwise_mvm #(EP=3, VP=3, WI1_in=4, WF1_in=12, WI2_in=4, WF2_in=12, WIO=10, WFO=22)
                        (input [(EP*VP)*(WI1_in+WF1_in)-1:0] in1, input [EP*(WI1_in+WF1_in)-1:0]in2, input clk, input reset, input ctrl, output reg [VP*(WIO+WFO)-1:0] out );
wire [WIO+WFO-1:0]out_temp[0:VP-1];     
integer j;                  
genvar i;
generate 
    for (i=VP-1; i>=0; i=i-1) begin
        kernel #(.EP(EP), .WI1_in(WI1_in), .WF1_in(WF1_in), .WI2_in(WI2_in), .WF2_in(WF2_in), .WIO(WIO), .WFO(WFO))
           k1     (.in1(in1[(i+1)*(EP*(WI1_in+WF1_in))-1-:EP*(WI1_in+WF1_in)]), .in2(in2), .clk(clk), .reset(reset), .ctrl(ctrl), .out(out_temp[VP-1-i]));
    end
endgenerate
always @(*) begin
    for (j=0;j<VP;j=j+1) begin
        out={out,out_temp[j]};
    end
end
endmodule
`timescale 1ns / 1ps
module kernel #(EP=3, WI1_in=4, WF1_in=12, WI2_in=4, WF2_in=12, WIO=10, WFO=22)
                (input [EP*(WI1_in+WF1_in)-1:0]in1, input [EP*(WI1_in+WF1_in)-1:0]in2, input clk, input reset, input ctrl, output reg [WIO+WFO-1:0]out);
wire [WI1_in+WI2_in+WF1_in+WF2_in-1:0]out_mult[0:EP-1];
wire [WIO+WFO-1:0]out_add[0:EP-2];
reg [WIO+WFO-1:0]acc_out;
reg [WIO+WFO-1:0]out_temp_mux;
wire signed [WIO+WFO-1:0]out_temp;
genvar i,j;
generate 
for(i=EP-1;i>=0;i=i-1) begin
    mult #(.WI1(WI1_in), .WI2(WI2_in), .WF1(WF1_in), .WF2(WF2_in), .WIO(WI1_in+WI2_in), .WFO(WF1_in+WF2_in))
         m1    (.in1(in1[(i+1)*(WI1_in+WF1_in)-1-:(WI1_in+WF1_in)]), .in2(in2[(i+1)*(WI2_in+WF2_in)-1-:(WI2_in+WF2_in)]),.OVF(),.out(out_mult[EP-1-(i)]));
end
for(j=0; j<EP-1; j=j+1) begin
    if(j==0)
        adder #(.WI1(WI1_in+WI2_in), .WI2(WI1_in+WI2_in), .WF1(WF1_in+WF2_in), .WF2(WF1_in+WF2_in), .WIO(WIO), .WFO(WFO))
            a1      (.in1(out_mult[j]), .in2(out_mult[j+1]), .OVF(), .out(out_add[j]))  ;
    else
        adder #(.WI1(WI1_in+WI2_in), .WI2(WIO), .WF1(WF1_in+WF2_in), .WF2(WFO), .WIO(WIO), .WFO(WFO))
            a1      (.in1(out_mult[j+1]), .in2(out_add[j-1]), .OVF(), .out(out_add[j]))  ;
end
endgenerate
 adder #(.WI1(WIO), .WI2(WIO), .WF1(WFO), .WF2(WFO), .WIO(WIO), .WFO(WFO))
            a2  (.in1(out), .in2(out_add[EP-2]), .OVF(), .out(out_temp))  ;
always @(*) out_temp_mux = ctrl?out_add[EP-2]:out_temp;
always @(posedge clk) begin
    if(reset)  out<=0;  
    else  out <= out_temp_mux;
end
endmodule
`timescale 1ns / 1ps
module mult #(parameter WI1 = 4,  
												WF1 = 12,  
												WI2 = 4,  
												WF2 = 12,  
												WIO = 10,  
												WFO = 22)  
								 (input signed [WI1+WF1-1:0] in1,
								  input signed [WI2+WF2-1:0] in2,
								  output reg OVF,
								  output  reg signed [WIO+WFO-1:0] out
								  );
localparam int_len = WI1+WI2;
localparam frc_len = WF1+WF2;
reg [int_len+frc_len-1:0] reg_in1;
reg [int_len+frc_len-1:0] reg_in2;
wire signed [WIO + WFO - 1 : 0] tempOut;						  
reg [((WIO < int_len)? ((int_len+frc_len-1)-(WIO+frc_len-1)) : 1)-1:0] reg_trun;
reg [((WIO < int_len)? ((int_len+frc_len-1)-(WIO+frc_len-1)) : 1)-1:0] reg_sign;	
wire [int_len+frc_len-1:0] tmp;
assign tempOut = tmp[WIO + WFO - 1 : 0];
reg [WIO-1:0] int_out;
reg [WFO-1:0] frc_out;
	assign tmp = in1 * in2; 
	always @* begin
		if (WFO > frc_len) begin
			frc_out = {tmp[frc_len-1:0], {(WFO-frc_len){1'b0}}};
		end
		else if(WFO == frc_len) begin
		  frc_out = tmp[frc_len-1:0];
		end
		else begin  
			frc_out = tmp[frc_len-1:frc_len-WFO];
		end
	end
	always @* begin 
		if (WIO > int_len) begin
			int_out = {{(WIO-int_len){tmp[int_len+frc_len-1]}} , tmp[int_len+frc_len-1:frc_len] };
				OVF = 1'b0;
				reg_sign = tmp[int_len+frc_len-1];
				reg_trun = 1'b0;
			end
		else if (WIO == int_len) begin
		  int_out = tmp[int_len+frc_len-1:frc_len];
		      OVF = 1'b0;
              reg_sign = tmp[int_len+frc_len-1];
              reg_trun = 1'b0;
		end
		else begin  
			if (WIO == 1) begin
				int_out = tmp[int_len+frc_len-1];
				reg_trun = tmp[((int_len+frc_len-2)>= (WIO+frc_len-1)) ? (int_len+frc_len-2) : (WIO+frc_len-1): WIO+frc_len-1] ;
				reg_sign = {((WIO < int_len)? ((int_len+frc_len-1)-(WIO+frc_len-1)) : 1){tmp[int_len+frc_len-1]}};
					if ( reg_trun == reg_sign) begin
						OVF = 1'b0;
					end
					else begin
						OVF = 1'b1;
					end					
			end
			else begin
				int_out = {tmp[int_len+frc_len-1] , tmp[(WIO >= 2)? (WIO+frc_len-2) : frc_len:frc_len]};
				reg_trun = tmp[((int_len+frc_len-2)>= (WIO+frc_len-1)) ? (int_len+frc_len-2) : (WIO+frc_len-1): WIO+frc_len-1] ;
				reg_sign = {((WIO < int_len)? ((int_len+frc_len-1)-(WIO+frc_len-1)) : 1){tmp[int_len+frc_len-1]}};
					if ( reg_trun == reg_sign) begin
						OVF = 1'b0;
					end
					else begin
						OVF = 1'b1;
					end
			end
		end
	end
	always @* begin
		out = {int_out,frc_out};
   end
endmodule 
==> flow/run.sh <==
#!/bin/bash
# OpenROAD 26Q1-2900-gdf79404cd8, Yosys 0.63+post, stock flow scripts
make -C /OpenROAD-flow-scripts/flow DESIGN_CONFIG=/design/flow/config.mk WORK_HOME=/design/flow/orfs finish
==> flow/config.mk <==
export PLATFORM = sky130hd
export DESIGN_NAME = columnwise_mvm
export DESIGN_NICKNAME = columnwise_mvm
export VERILOG_FILES = /design/flow/design.v
export SDC_FILE = /design/flow/constraint.sdc
export NUM_CORES = 4
export LEC_CHECK = 1
export CORE_UTILIZATION = 50
==> flow/constraint.sdc <==
current_design columnwise_mvm

set clk_period 23.7
set clk_io_pct 0.2

create_clock -name clk0 -period $clk_period [get_ports {clk}]

set non_clock_inputs [all_inputs -no_clocks]
set_input_delay [expr $clk_period * $clk_io_pct] -clock clk0 $non_clock_inputs
set_output_delay [expr $clk_period * $clk_io_pct] -clock clk0 [all_outputs]
==> results.toml <==
# flow metrics
[run_status]
status = "finished, final reports clean"

[final_timing]
fin_crit_ns = 19.33
max_freq_mhz = 51.73
slew_headroom_pct = 31.05
worst_pin_slew_ns = 1.027
setup_viol = 0
worst_slack_ns = 4.370
rsz0062_at_grt = "false"
finalClockPeriodUsage_pct = 81.56
setup_tns_ns = 0
skew_ns = 0.01287
hold_viol_final = 0
drv_slew = 0

[logic_synthesis]
synth-edff-count = 0
yosysTopAreaCellShare_pct = 48.75
ys_cells = 11390
topCellsByArea = "fa_1, ha_1, inv_1"
avgSynthCellArea_sq_um = 8.956
yosys_area_sq_mm = 0.1020
syn_inst = 11390
flop_cell = "dfxtp_1"
numSynthFlops = 96
synthArstFlopShare_pct = 0
syn-cell-area_sq_mm = 0.1020
yosysSeqAreaShare_pct = 1.884
synth.distinct_cells = 90
synth_top_cell_by_area = "fa_1"
ys_warn_count = 6

[final_layout]
largestRegisters = "genblk1.k1.out: 96 flops"
syn_to_final_growth_pct = 5.985
finalInstanceArea_sq_mm = 0.1081
final_cell_mix = "inv_1, fa_1, nand2_1, and2_1, ha_1"
drive_gt1_share_pct = 2.229
layoutNonFillerInstCount = 14120
largest_register_ffs = 96
regMostFlops = "genblk1.k1.out"
lay_top_count = "inv_1"
num-fill-cells = 18220

[route]
drt_iter0_markers = 2940
num_vias = 73540
post_drt_wl_per_cell_um = 19.96
drtAntennaViolNets = 0
firstDrtPassIters = 8
detail_route.drc_violations = 0
via_per_inst = 5.207
routed_wl_mm = 281.9

[cts]
cts_tree = "yes"
numClockSinks = 96
clock_latency_ns = 0.45
cts_max_level = 3
cts_inserted_buffers = 9
ctsResizeCount = 0
clk_pin_slew_ns = 0.09
ctsRootBufferMaster = "clkbuf_16"
post_cts_buffers = 0
clk_path_buf_depth = 2
ctsHoldBuffers = 0

[placement]
dp_cells = 14090
port_buffers = 290
pre_cts_ws_ns = 4.023
gp_congestion = 1.004
place_area_sq_mm = 0.1078
dp_hpwl_mm = 238.6

[floorplanning]
dieArea_sq_mm = 0.2058
fp_util_pct = 50.37
chipHeight_um = 453.7
io_pins = 291
die_x_um = 453.7
rows = 165
core-area_sq_mm = 0.2025

[critical_path]
reg2reg_setup_slack_ns = 19.51
worstPathArrival_ns = 19.71
crit_type = "primary input to flop"
crit_top_cell = "fa_1"
required_ns = 24.08
r2r-start = "genblk1[1].k1.out[0]"
worst-path-buf-inv = 8
cp_slowest_cell = "o21ai_0"
worst_r2r_path_depth = 14
cp_top_family = "adder cells"
cp-start-kind = "primary input"
critPathMaxFanout = 25
cpPeakStageDelay_ns = 0.57
r2r_end = "genblk1[1].k1.out[30]"
end_kind = "flop"

[min_path]
worstHoldStart = "genblk1[2].k1.out[0]"
min_path_type = "flop to flop"
min_path_cells = 3
hold_end = "genblk1[2].k1.out[0]"

[grt]
grt_util_all_layers_pct = 30.84
grt.overflow.total = 0
grt_pass1_vias = 79510
antenna_found_initial = 27
grt_first_pass_wirelength_mm = 448.9
grt_max_degree = 65

[run]
maxCapViolCount = 0
tool_warnings = 31
## stage by stage
step / hold slack, ns / util [%]
2_1_floorplan: 0.5593 / -
3_3_place_gp: 0.6044 / 53.21
3_5_place_dp: 0.6103 / 53.21
4_1_cts: 0.6393 / 53.37
5_1_grt: 0.6696 / 53.38
6_report: 0.6343 / 53.39
## cell type report
| class | count | area, sq um | share of cell area (%) |
|---|---|---|---|
| diodes | 13 | 32.53 | 0.03009 |
| clock buffers | 9 | 225.2 | 0.2083 |
| clock inverters | 7 | 108.9 | 0.1007 |
| inverters | 2747 | 10310 | 9.537 |
| multi-input cells | 8127 | 88210 | 81.58 |
| flip-flops and latches | 96 | 1922 | 1.777 |
| well taps | 2672 | 3343 | 3.092 |
| repair buffers | 452 | 3973 | 3.674 |
## synth_stat cells (6+ instances only)
master	instances
ha_1	975
nand4_1	30
o31ai_1	21
xor2_1	129
mux2i_1	14
buf_1	9
o2111ai_1	6
nand3_1	45
a31o_2	7
nor2_1	433
o21bai_1	44
dfxtp_1	96
fa_1	2484
o21ai_1	11
o31a_1	9
and2_1	996
inv_1	2746
o21ai_0	164
a21o_1	177
a211oi_1	36
clkbuf_1	412
nor3_1	61
a21oi_1	347
o21a_1	71
and4_1	9
o211ai_1	14
xnor2_1	336
and3_1	28
a221o_1	6
or2_2	7
a31oi_1	21
nand2_1	1310
a311oi_1	8
nand2b_1	147
or3_1	14
nor2b_1	43
a21boi_0	18
## worst max-delay path by stage
| stage | slack, ns | depth (start not counted) | endpoint | startpoint |
|---|---|---|---|---|
| final | 4.37 | 50 | genblk1[0].k1.out[31] | in2[31] |
| after global routing | 3.63 | 50 | genblk1[0].k1.out[31] | in2[31] |
| after CTS | 4.46 | 54 | genblk1[0].k1.out[31] | in2[38] |
## layer usage
metal  wire [um]  global-route usage, %  vias to the layer above
met4       12350                  10.07                       24
met5         144                 0.1166                        -
met3       26780                  11.88                      393
met1      105700                  40.52                    37110
met2      136900                  48.86                     2165
li1            -                      -                    33850
## cell families (layout without fill, tap and decap cells)
kind of cell,Yosys count,count (layout),share of synthesized area [%]
adders and majority gates,3459,3459,60.70
muxes,16,16,0.1594
AOI/OAI and AO/OA,1035,1035,6.581
buffers and inverters,3168,3215,11.66
and+or+nand+nor,3151,3151,15.00
xor gates and xnor gates,466,466,4.014
other,0,13,0
DFF,96,96,1.884
## tightest hold or removal path: stages, from the launching register on
cell and delay (ns):
dfxtp_1 0.33, ha_1 0.13, mux2i_1 0.06, nor2_1 0.08
