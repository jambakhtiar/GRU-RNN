$ cat design/flow/run.sh
#!/bin/bash
# OpenROAD 26Q1-2900-gdf79404cd8, Yosys 0.63+post, stock flow scripts
make -C /OpenROAD-flow-scripts/flow DESIGN_CONFIG=/design/flow/config.mk WORK_HOME=/design/flow/orfs finish
$ cat design/flow/constraint.sdc
current_design memory

set clk_period 72.7
set clk_io_pct 0.2

create_clock -name clk0 -period $clk_period [get_ports {clk}]

set non_clock_inputs [all_inputs -no_clocks]
set_input_delay [expr $clk_period * $clk_io_pct] -clock clk0 $non_clock_inputs
set_output_delay [expr $clk_period * $clk_io_pct] -clock clk0 [all_outputs]
$ cat design/flow/design.v
module memory #(
    parameter ADDR_WIDTH = 8,        
    parameter DATA_WIDTH = 32,       
    parameter MEM_SIZE   = 256       
)(
    input wire clk,
    input wire [ADDR_WIDTH-1:0] addr,
    input wire [DATA_WIDTH-1:0] data_in,
    input wire we,                   
    output reg [DATA_WIDTH-1:0] data_out
);
    reg [DATA_WIDTH-1:0] mem_array [0:MEM_SIZE-1];
    always @(posedge clk) begin
        if (we) begin
            mem_array[addr] <= data_in;   
        end else begin
            data_out <= mem_array[addr];  
        end
    end
endmodule
$ cat design/flow/config.mk
export PLATFORM = sky130hd
export DESIGN_NAME = memory
export DESIGN_NICKNAME = memory
export VERILOG_FILES = /design/flow/design.v
export SDC_FILE = /design/flow/constraint.sdc
export NUM_CORES = 4
export LEC_CHECK = 1
export CORE_UTILIZATION = 30
export SYNTH_MEMORY_MAX_BITS = 65536
==> results.cfg <==
; generated from flow reports
[power_and_ir_drop]
leakage_nw = 108
sw_frac_of_total_pct = 21.6
clkPwrFrac_pct = 41.4
p_int_mw = 7.63
ir_drop_mv = 0.0275
power_per_cell_area_nw_per_um2 = 27.1
pwr-share-comb_pct = 4.8
switchingPower_mw = 2.10
power_frac_seq_pct = 53.8

[floorplanning]
ioPinCount = 74
fp-utilization_pct = 30.1
fp-row-count = 372
die_y_um = 1020
die_w_um = 1020
die_area_um2 = 1040000
fp.coreArea_um2 = 1030000

[cts]
clk_path_buf_depth = 4
clk_pin_slew_ps = 60
cts_buffers = 803
cts_tree = yes
postCtsSetupBuffers = 0
clockRootBuffer = clkbuf_16
cts_repair_resize_count = 0
clk_latency_ps = 1190
cts_sinks = 8224
cts_hold_buffers = 0
htreeDepth = 6

[synth]
yosysWarnings = 1
ys_top_logic_family = multiplexers
yosys.area_share.xor_xnor_pct = 0
yosys_cells = 13100
synth_cell_types = 20
mux_share_pct = 14.9
yosys.area.top_type = edfxtp_1
netlist_area_um2 = 310000
synth.cellmix.simpleShare_pct = 0.488
avgSynthCellArea_um2 = 23.7
ys_top_cells_by_area = edfxtp_1, mux4_2, a22oi_1
ys_sh_adder_pct = 0
synthCells = 13100
top_area_share_pct = 79.8
ys_sh_aoi_pct = 3.67
ys_seq_share_pct = 79.8
synth_chip_area_um2 = 310000
synth-seq-cells = 8224

[final_timing]
setup_violations = 0
timing.slew.headroom_pct = -2.68
fin_crit_ps = 20100
timing.hold.ws_ps = 1160
finalMaxSlewViolations = 2
worstMarginPinSlew_ps = 1520
fin_crit_sh_pct = 27.6
worst_slack_ps = 52600
tns_ps = 0
rsz0062_at_grt = false
hold_violations = 0
max_freq_mhz = 49.8
skew_ps = 86.8

[final_layout]
lay_top_cells = edfxtp_1, mux4_2, a22oi_1, buf_4, clkbuf_16
fill_cells = 92400
syn_to_final_growth_pct = 16.1
mostFrequentLayoutCell = edfxtp_1
layout-drive-gt1-share_pct = 30.2

[global_routing]
overflow = 0
track_usage_pct = 18.4
grt_max_degree = 96
antenna_found_initial = 48
grt_pass1_wl_um = 1250000
grt_pass1_vias = 163000

[setup_path]
cpMaxStageDelayCell = o41ai_1
crit_fanout = 39
critPathArrivalTime_ps = 20970
crit_chain = buf_16 > buf_4 > buf_4 > buf_4 > buf_4 > buf_4 > buf_4 > mux4_2 > a22oi_1 > a21oi_1 > buf_4 > o41ai_1 > buf_4 > nand4_1
crit_path_end_kind = flop
critPathMostFrequentCell = buf_4
worst-setup-path-type = in2reg
crit_path_max_incr_delay_ps = 700
start_kind = primary input
required_ps = 73570

[run_status]
violations = max-capacitance violations, max-slew violations
status = finished, violations left

[run]
cap_violations = 1
warnings = 26

[routing]
drt_iter0_drc = 10000
firstDrtPassIters = 6
drcViolationCount = 0
wire_per_inst_um = 31.5
totalWireLength_um = 894000
ant_nets = 0
vias = 147000
vias_per_cell = 5.18

[place]
gp_congestion = 0.871
port_buffers = 73
dp_hpwl_um = 517000
dp_slack_ps = 51240

[worst_hold_path]
holdCritPathClass = reg2reg
kinds of logic after synthesis:
kind of cell | Yosys count
AND-OR/OR-AND | 1664
buffers and inverters | 799
flip-flops | 8224
multiplexers | 2048
AND/OR/NAND/NOR | 354
layout make-up:
class                           count  area [um^2]  area share (%)
Timing Repair Buffer              943         7670            2.14
Multi-Input combinational cell   4066        62200            17.3
Inverter                            1         3.75         0.00104
Clock buffer                      993        21000            5.84
Antenna cell                       49          123          0.0341
Tap cell                        13700        17100            4.75
Sequential cell                  8224       247000            68.7
Clock inverter                    483         4330            1.21
state kept, by name, indices dropped and copies added, names as in the netlist:
register	count
mem_array	8192
data_out	32
metrics by stage:
step / cells / area (um^2) / utilization [%] / power [mW]
floorplan: 13100 / 310000 / - / 5.55
global placement: 26900 / 333000 / 32.5 / 5.80
detailed placement: 26900 / 334000 / 32.5 / 5.81
CTS: 28400 / 359000 / 35.0 / 9.80
global route: 28400 / 359000 / 35.0 / 10.0
finish: 28400 / 359000 / 35.0 / 9.73
power by group through the flow:
stage                 Sequential [mW]  Clock, mW  Combinational, mW
after CTS                        5.24       4.09              0.472
after global routing             5.24       4.26              0.498
final                            5.24       4.02              0.469
synthesized netlist by cell type:
master / instances
nand2_1: 25
nor2b_1: 8
mux4_2: 2048
inv_1: 1
edfxtp_1: 8224
a21oi_1: 512
buf_1: 88
nor2_1: 234
nand2b_1: 5
nand3_1: 17
o41ai_1: 128
a22oi_1: 1024
nand4_1: 33
or2_2: 2
buf_6: 36
buf_4: 48
and2_1: 3
nor3_1: 27
buf_2: 146
clkbuf_1: 480
final timing paths:
path                          start            to  slack [ps]  cells past startpoint
setup / recovery            addr[0]  data_out[16]       52600                     14
hold / removal    mem_array[210][6]   data_out[6]        1160                      6
setup reg to reg  mem_array[30][26]  data_out[26]       69160                      6
hold reg to reg   mem_array[210][6]   data_out[6]        1160                      6
worst max-delay path: cells and delay by family:
| kind | cells | cell delay (ps) |
|---|---|---|
| buf+inv | 9 | 4130 |
| compound gates | 3 | 1340 |
| mux | 1 | 580 |
| simple gates | 1 | 70 |
per-layer routing:
metal,vias to the layer above,global-route usage (%),share of wire (%)
li1,59000,-,-
met1,75200,17.6,28
met2,11300,27.1,46
met3,1645,17.2,20
met4,32,7.30,5.1
met5,-,0.565,0.071
No activity file was given, so power comes from the tool's default toggle rates.
